## /design/flow/constraint.sdc

```tcl
current_design instructionmemory

set clk_period 1.3
set clk_io_pct 0.2

create_clock -name clk0 -period $clk_period

set non_clock_inputs [all_inputs -no_clocks]
set_input_delay [expr $clk_period * $clk_io_pct] -clock clk0 $non_clock_inputs
set_output_delay [expr $clk_period * $clk_io_pct] -clock clk0 [all_outputs]
```

## /design/flow/run.sh

```bash
#!/bin/bash
# OpenROAD 26Q1-2900-gdf79404cd8, Yosys 0.63+post, stock flow scripts
make -C /OpenROAD-flow-scripts/flow DESIGN_CONFIG=/design/flow/config.mk WORK_HOME=/design/flow/orfs finish
```

## /design/flow/design.v

```verilog
module instructionmemory #(parameter Width = 32)(
    input [Width-1:0] address,
    output [Width-1:0] RD
    );
reg [Width-1:0] mem1[511:0];
initial
begin
mem1[0] = 32'h002081B3;  
mem1[4] = 32'h403202B3;  
mem1[8] = 32'h00308383;  
mem1[12] = 32'h0013F333;  
mem1[16] = 32'h001112B3;  
mem1[20] = 32'h001122B3;  
mem1[24] = 32'h00210463;  
mem1[28] = 32'h001132B3;  
mem1[32] = 32'h001142B3;  
mem1[36] = 32'h001152B3;  
mem1[40] = 32'h401152B3;  
mem1[44] = 32'h008002EF;  
mem1[48] = 32'h00110293;  
mem1[52] = 32'h00312293;  
mem1[56] = 32'h00517293;  
mem1[60] = 32'h00211293;  
mem1[64] = 32'h002102E7;  
end
assign RD = mem1[address];
endmodule
```

## /design/flow/config.mk

```make
export PLATFORM = sky130hd
export DESIGN_NAME = instructionmemory
export DESIGN_NICKNAME = instructionmemory
export VERILOG_FILES = /design/flow/design.v
export SDC_FILE = /design/flow/constraint.sdc
export NUM_CORES = 4
export LEC_CHECK = 1
export CORE_AREA = 10 10 70 70
export DIE_AREA = 0 0 80 80
export SYNTH_MEMORY_MAX_BITS = 65536
```

==> ci_impl_report.md <==
### Flow metrics

| Metric | Value |
|---|---|
| Largest net degree at the start of global routing | `10` |
| LEAKAGE | `roughly 0.50 nW` |
| Crit path depth | `5` |
| Required time worst endpoint | `between 1000 and 1500 ps` |
| Drc violations | `0` |
| PwrDens | `about 270 nW/um^2` |
| Hold wc startpoint | `address[6]` |
| RSZ-0062 raised after global routing | `true` |
| Comb area leader | `buffers and inverters` |
| Final antenna-violating net count | `0` |
| Gate Area | `about 500 um^2` |
| CP Class | `in -> out` |
| # Cells Yosys | `roughly 67` |
| Drt first pass iters | `4` |
| Initial antenna violation count | `0` |
| Post-Syn Area | `439 um^2` |
| Total global routing track utilization | `about 5.7%` |
| CP max-delay cell | `or4_1` |
| Layout cells sized above 1 | `71.8%` |
| Fmax | `~700 MHz` |
| Final setup violation count | `13` |
| Inst Count DP | `between 150 and 200` |
| Top-Level Pins | `between 60 and 70` |
| Dominant logic cell type in the layout | `buf_2` |
| Outcome | `finished, violations left` |
| Hold Path End | `RD[30]` |
| Post-layout total power | `approximately 0.29 mW` |
| Fillers | `~370` |
| Worst path cell trace | `buf_8, ha_4, nor2b_4, or4_1, buf_2` |
| Fin Setup TNS | `-798 ps` |
| Worst hold slack | `about 860 ps` |
| CP bufs+invs | `2` |
| Final non-filler cell total | `about 160` |
| Period utilization | `110%` |
| Slew Viols, Final | `0` |
| Hold Path Class | `in -> out` |
| Most common logic cells in the final layout | `20 x buf_2, 18 x buf_4, 16 x buf_6, 12 x conb_1, 5 x ha_4` |
| Max FO, Critical Path | `3` |
| Critical path capture point type | `output pin` |
| MUX area fraction | `roughly 4.6%` |
| Post-synth cell types | `26` |
| Avg WL per Cell | `between 10 and 15 um` |
| Endpoints failing hold | `0` |
| Global-route wire length before repair | `between 3 and 4 mm` |
| Post-Synth Adder-Cell Area | `17.1%` |
| DR iter-0 viols | `7` |
| Hold Crit Depth | `3` |
| CTS hold repair buffers | `0` |
| Die width | `roughly 80 um` |
| Peak VDD IR | `0.108 mV` |
| Vias per inst | `about 3.7` |
| FF+latch area | `0 um^2` |
| Synth Instances | `approximately 67` |
| Max-cap check violation count | `0` |
| Total gr overflow | `0` |
| Synthesis area per yosys | `~440 um^2` |
| Vias in the first global route | `661` |
| Largest stage delay, worst path | `~400 ps` |
| Area Overhead vs Synth | `139%` |
| Syn_area_per_cell | `roughly 6.6 um^2` |
| DIE AREA | `6400 um^2` |
| Core Area | `3420 um^2` |
| Seq share, synth | `0%` |
| DRT Wirelength | `1.95 mm` |
| Tool warning count | `approximately 66` |
| Crit path time final | `1430 ps` |
| Flop count | `0` |
| Diode count | `0` |
| Violated checks | `negative setup slack` |
| Simple Share, Synth | `roughly a fifth` |
| Via count | `just over 600` |
| Arr. time, crit path | `between 1000 and 1500 ps` |
| Area fraction in compound gates | `23.1%` |
| Final WS setup | `-133 ps` |
| Die Ht | `about 80 um` |
| Synth Area in XOR/XNOR | `0%` |
| Synth warn | `1` |
| Port Buffer Count | `25` |
| Dpl hpwl | `1.45 mm` |
| Top delay family on crit path | `simple AND/OR/NAND/NOR gates` |
| Number of clock-tree buffers in the layout | `0` |
| FP Rows | `21` |
| Worst slack, placed | `-1100 ps` |
| Routability Congestion | `around 0.80` |
| Initial core utilization | `around an eighth` |
| Crit start category | `input pin` |
==> report_power, final <==
part           internal, mW  total, mW  switching (mW)
registers                 0          0               0
logic                 0.162      0.287           0.126
clock network             0          0               0
==> worst min-delay path, cell delays in order <==
cell	delay, ps
buf_2	170
nor3_1	70
buf_2	110
==> synth_stat cells, types with 2 or more instances <==
| cell type | instances | area share, % |
|---|---|---|
| mux2i_1 | 2 | 4.6 |
| a21oi_1 | 4 | 4.6 |
| buf_2 | 2 | 2.3 |
| conb_1 | 2 | 1.7 |
| buf_4 | 15 | 26 |
| inv_1 | 4 | 3.4 |
| ha_1 | 6 | 17 |
| nor2_1 | 6 | 5.1 |
| a21o_1 | 2 | 3.4 |
| nand3_1 | 2 | 2.3 |
| nand2_1 | 4 | 3.4 |
| a211oi_1 | 2 | 3.4 |
| nor3_1 | 2 | 2.3 |
| inv_2 | 2 | 1.7 |
==> kinds of logic after synthesis <==
group                      count (synthesis)
buffers and inverters                     23
other                                      2
adders and majority gates                  6
and+or+nand+nor                           19
AOI/OAI and AO/OA                         15
muxes                                      2
==> worst max-delay path by stage <==
stage	startpoint	end	slack, ps
4_1_cts	address[3]	RD[16]	-220
5_1_grt	address[2]	RD[7]	-170
6_report	address[3]	RD[16]	-130
==> cell type report <==
type                            count  area share [%]
Multi-Input combinational cell     54            48.3
Inverter                            6            2.86
Timing Repair Buffer               57            43.3
Tap cell                           46            5.48
==> routing by layer <==
layer	routed length, um	share of wire, %	global-route usage, %	vias to the layer above
li1	-	-	-	305
met1	954	49	7.91	284
met2	901	46	9.63	19
met3	93	4.8	1.02	0
met4	0	0	0	0
met5	0	0	0	-
==> metrics by stage <==
| stage | cell area (um^2) | util, % |
|---|---|---|
| 6_report | 1050 | 30.8 |
| 5_1_grt | 1050 | 30.8 |
| 4_1_cts | 1030 | 30.0 |
| 3_5_place_dp | 820 | 24.0 |
| 3_3_place_gp | 820 | 24.0 |
| 2_1_floorplan | 477 | - |
==> timing repair <==
| action | in CTS | in global routing |
|---|---|---|
| buffers inserted | 12 | 3 |
| endpoints found under the setup margin | 20 | 18 |
| pin swaps | 18 | 8 |
| gates resized | 137 | 11 |
No activity file was given, so power comes from the tool's default toggle rates.
