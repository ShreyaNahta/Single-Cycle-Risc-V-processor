$ cat flow/constraint.sdc
current_design Registerfile

set clk_period 7.4
set clk_io_pct 0.2

create_clock -name clk0 -period $clk_period [get_ports {clk}]

set non_clock_inputs [all_inputs -no_clocks]
set_input_delay [expr $clk_period * $clk_io_pct] -clock clk0 $non_clock_inputs
set_output_delay [expr $clk_period * $clk_io_pct] -clock clk0 [all_outputs]
$ cat flow/run.sh
#!/bin/bash
# OpenROAD 26Q1-2900-gdf79404cd8, Yosys 0.63+post, stock flow scripts
make -C /OpenROAD-flow-scripts/flow DESIGN_CONFIG=/design/flow/config.mk WORK_HOME=/design/flow/orfs finish
$ cat flow/config.mk
export PLATFORM = sky130hd
export DESIGN_NAME = Registerfile
export DESIGN_NICKNAME = Registerfile
export VERILOG_FILES = /design/flow/design.v
export SDC_FILE = /design/flow/constraint.sdc
export NUM_CORES = 4
export LEC_CHECK = 1
export CORE_UTILIZATION = 40
$ cat flow/design.v
module Registerfile #(parameter Width = 32)(clk, RegWrite,R1, R2, W1, WD1, RD1, RD2);
input clk,RegWrite;
input [4:0]R1,R2,W1;
input [Width-1:0]WD1;
output [Width-1:0]RD1, RD2;
reg [Width-1:0] Register [Width-1:0];
initial
begin
Register[1] = 32'h00000001;
Register[2] = 32'h00000002;
Register[3] = 32'h00000003;
Register[4] = 32'h00000004;
Register[5] = 32'h00000005;
Register[6] = 32'h00000006;
Register[7] = 32'h00000007;
Register[8] = 32'h00000008;
Register[9] = 32'h00000009;
Register[10] = 32'h00000010;
end
always @(posedge clk)
begin
if(RegWrite)
Register[W1] <= WD1;
end
assign RD1 = (R1 != 0) ? Register[R1] : 0;
assign RD2 = (R2 != 0) ? Register[R2] : 0;
endmodule
==> impl_metrics.tcl <==
# place-and-route summary
set metrics [dict create \
    arrival_ns 5.29 \
    wl_per_cell_um 36.0 \
    simple_gate_share_pct 1.94 \
    yosysChipArea_um2 47000 \
    rows 125 \
    drive_gt1_share_pct 29.7 \
    avgSynthCellArea_um2 19.6 \
    maxSlewViolCount 0 \
    adder_share_pct 0 \
    die_area_um2 119000 \
    rsz0062_at_grt "no" \
    reg_top3 "Register (1024)" \
    tns_ns 0 \
    tool_warnings 26 \
    ys_cells 2400 \
    ios 113 \
    mux_share_pct 24.9 \
    clockBufferDepth 3 \
    regMostFlops "Register" \
    drc_errors 0 \
    crit_slowest_cell "nor3_1" \
    ys_seq_share_pct 65.5 \
    worst_setup_path_end_kind "primary output" \
    grt_usage_pct 28.0 \
    nFillCells 9302 \
    first_pass_iters 8 \
    vias_per_cell 6.41 \
    syn_inst 2400 \
    antenna_found_initial 5 \
    wirelength_um 150000 \
    endpoint "RD2[28]" \
    synthArstFlopShare_pct 0 \
    largest_reg_flops 1024 \
    ctsHoldBuffers 0 \
    dp.cells 3971 \
    tritoncts "yes" \
    yosys_warnings 1 \
    io_buffers 112 \
    timing.max_cap.violations 0 \
    postRouteAntennaNets 0 \
    p_per_area_nw_per_um2 242 \
    grt_pass1_wl_um 210000 \
    grt_max_degree 74 \
    ys.flop_type "edfxtp_1" \
    worst_pin_slew_ns 1.21 \
    ir_worst_vdd_v 0.000205 \
    fp-utilization_pct 40.4 \
    finalHoldViolations 0 \
    cts_num_sinks 1024 \
    path_cells "clkdlybuf4s50_1 > or3_2 > buf_4 > o22ai_1 > a2111oi_0 > nor3_1 > clkdlybuf4s50_1" \
    synth-xor-area-share_pct 0 \
    setup_viol_count_final 0 \
    cp_max_fo 19 \
    htreeDepth 3 \
    holdCritPathClass "input port to flop" \
    design.core.area_um2 116000 \
    drt_iter0_markers 1656 \
    die_h_um 345 \
    power.leakage_uw 0.0172 \
    critPathKind "input port to primary output" \
    outcome "complete, no violations" \
    crit_required_ns 5.92 \
    gp_congestion 0.905 \
    fin_crit_sh_pct 91.5 \
    ys_ff 1024 \
    die_x_um 345 \
    cp-startpoint "R2[3]" \
    syn_area_um2 47000 \
    max-slew-margin-rel_pct 19.0 \
    cp_common_cell "clkdlybuf4s50_1" \
    grt_pass1_vias 29700 \
    dp_hpwl_um 89700 \
    clock.fmax_mhz 148 \
    min_period_ns 6.77 \
    post-cts-setup-buffers 0 \
    gr-total-overflow 0 \
    syn_to_final_growth_pct 15.0 \
    aoi_share_pct 5.41 \
    vias 26700 \
    cts_buffers 103 \
    ys_types 40 \
    clkSlewWorstSetupHoldPaths_ns 0.06 \
    start_kind "input port" \
    stdcell_count 4159 \
    topCombFamilyByArea "multiplexers" \
    cts_resized 0 \
    cts_root_buffer "clkbuf_16" \
    synth-edff-count 1024 \
    critical-path-max-stage-delay_ns 0.99 \
]
==> synthesized netlist by cell type, types with 2 or more instances <==
cell type / n / area share [%]
edfxtp_1: 1024 / 65
mux4_2: 425 / 20
mux2i_1: 183 / 3.9
clkbuf_1: 104 / 0.83
nand2_1: 65 / 0.52
a22o_1: 62 / 1.2
buf_2: 58 / 0.62
o22ai_1: 55 / 0.73
a211oi_1: 47 / 0.75
a21oi_1: 46 / 0.49
nor2_1: 35 / 0.28
nor3_1: 32 / 0.34
a2111oi_0: 31 / 0.58
o221ai_1: 31 / 0.58
inv_1: 25 / 0.20
a211o_1: 23 / 0.43
a221oi_1: 23 / 0.43
buf_4: 20 / 0.32
mux2_1: 19 / 0.46
and2_1: 13 / 0.17
buf_6: 12 / 0.29
a32o_1: 9 / 0.19
nor4_1: 9 / 0.12
nor2b_1: 8 / 0.11
buf_1: 7 / 0.056
nand3b_1: 7 / 0.11
mux2_2: 5 / 0.12
nand3_1: 4 / 0.043
nand2b_1: 3 / 0.040
or3b_2: 3 / 0.056
or3_1: 2 / 0.027
or3b_1: 2 / 0.037
==> how the worst min path moves through the flow <==
stage,startpoint,end,slack (ns),depth (start not counted)
after CTS,WD1[27],Register[13][27]$_DFFE_PP_,1.59,2
final,WD1[27],Register[9][27]$_DFFE_PP_,1.61,2
after global routing,WD1[27],Register[13][27]$_DFFE_PP_,1.63,2
==> cell usage in the layout (no fill, tap or decap), types with 4 or more instances in the layout <==
cell / Yosys / layout
a2111oi_0: 31 / 31
a211o_1: 23 / 23
a211oi_1: 47 / 47
a21oi_1: 46 / 46
a221oi_1: 23 / 23
a22o_1: 62 / 62
a32o_1: 9 / 9
and2_1: 13 / 12
buf_12: 0 / 14
buf_4: 20 / 124
bufinv_16: 0 / 17
clkbuf_1: 104 / 14
clkbuf_16: 0 / 105
clkdlybuf4s50_1: 0 / 105
clkinv_1: 0 / 13
clkinv_2: 0 / 23
clkinvlp_4: 0 / 7
edfxtp_1: 1024 / 1024
inv_1: 25 / 24
mux2_1: 19 / 19
mux2_2: 5 / 5
mux2i_1: 183 / 183
mux4_2: 425 / 425
nand2_1: 65 / 64
nand3_1: 4 / 4
nand3b_1: 7 / 7
nor2_4: 0 / 33
nor2b_1: 8 / 5
nor3_1: 32 / 32
nor4_1: 9 / 9
o221ai_1: 31 / 31
o22ai_1: 55 / 55
or3b_2: 3 / 4
==> metal layers <==
metal	wire [µm]	track usage [%]	vias to the layer above
met3	29800	24.5	329
met5	804	4.65	-
met2	70900	41.5	2172
li1	-	-	10700
met4	5000	7.16	24
met1	43300	29.2	13400
==> logic make-up (layout without fill, tap and decap cells) <==
family / count (synthesis) / after routing
mux: 632 / 632
other cells: 0 / 1
simple gates: 187 / 187
compound gates: 331 / 331
buf+inv: 226 / 460
flops: 1024 / 1024
==> critical path, delay by kind of cell <==
family,cells,cell delay [ns]
AOI/OAI and AO/OA,2,0.22
buffers and inverters,3,1.71
and+or+nand+nor,2,1.85
==> cell type report <==
cell class                 instances  area [µm²]  share of cell area (%)
sequential                      1024       30700                    56.9
timing repair buffer             248        2330                    4.31
multi-input combinational       1150       15400                    28.5
tap                             1524        1910                    3.53
clock buffer                     119        2680                    4.96
clock inverter                    68         843                    1.56
antenna                            1        2.50                 0.00463
inverter                          25        96.3                   0.178
==> per-stage QoR <==
step	setup WS [ns]	hold slack [ns]	utilization, %	instance area, µm²	total power, µW
3_3_place_gp	0.697	2.31	43.4	50500	7770
2_1_floorplan	2.87	1.58	-	47000	7220
6_report	0.632	1.61	46.4	54000	13100
5_1_grt	0.509	1.63	46.4	54000	13400
4_1_cts	0.675	1.59	46.4	54000	13100
3_5_place_dp	0.678	2.32	43.4	50500	7780
==> report_power, final <==
group / switching [µW] / internal (µW) / total, µW
clock network: 2230 / 3190 / 5430
logic: 683 / 505 / 1190
registers: 28.3 / 6460 / 6480
total: 2940 / 10200 / 13100
No activity file was given, so power comes from the tool's default toggle rates.
